===== config.mk =====
export PLATFORM = sky130hd
export DESIGN_NAME = emitter_uart
export DESIGN_NICKNAME = emitter_uart
export VERILOG_FILES = /design/flow/design.v
export SDC_FILE = /design/flow/constraint.sdc
export NUM_CORES = 4
export LEC_CHECK = 1
export CORE_AREA = 10 10 81 81
export DIE_AREA = 0 0 91 91

===== constraint.sdc =====
current_design emitter_uart

set clk_period 2.7
set clk_io_pct 0.2

create_clock -name clk0 -period $clk_period [get_ports {i_clk}]

set non_clock_inputs [all_inputs -no_clocks]
set_input_delay [expr $clk_period * $clk_io_pct] -clock clk0 $non_clock_inputs
set_output_delay [expr $clk_period * $clk_io_pct] -clock clk0 [all_outputs]

===== design.v =====
module emitter_uart #(
    parameter clk_freq_hz = 0,
    parameter baud_rate   = 1000000
) (
    input  wire       i_clk,
    input  wire       i_rst,
    input  wire [7:0] i_data,
    input  wire       i_valid,
    output reg        o_ready,
    output wire       o_uart_tx
);
  localparam START_VALUE = clk_freq_hz / baud_rate;
  localparam WIDTH = $clog2(START_VALUE);
  reg [WIDTH:0] cnt = 0;
  reg [    9:0] data;
  assign o_uart_tx = data[0] | !(|data);
  always @(posedge i_clk) begin
    if (cnt[WIDTH] & !(|data)) begin
      o_ready <= 1'b1;
    end else if (i_valid & o_ready) begin
      o_ready <= 1'b0;
    end
    if (o_ready | cnt[WIDTH]) cnt <= {1'b0, START_VALUE[WIDTH-1:0]};
    else cnt <= cnt - 1;
    if (cnt[WIDTH]) data <= {1'b0, data[9:1]};
    else if (i_valid & o_ready) data <= {1'b1, i_data, 1'b0};
  end
endmodule

===== run.sh =====
#!/bin/bash
# OpenROAD 26Q1-2900-gdf79404cd8, Yosys 0.63+post, stock flow scripts
make -C /OpenROAD-flow-scripts/flow DESIGN_CONFIG=/design/flow/config.mk WORK_HOME=/design/flow/orfs finish

==> notes.md <==
flow finished, numbers: outcome=completed, clock sinks=12, Placement Rows=25, first-pass GRT wire length=1.67 mm, Worst Skew=2.97 ps, Clock power frac=40.8%, Slew @ Worst Pin=450 ps, part of the power in registers=53.8%, IO Pins=13, post_cts resized=0, vias per cell=2.74, Setup CP Type=reg -> out, drt pass-1 iters=4, unrepaired setup endpoints after global routing=no, VDD IR max=0.000186 V, Final Cycle Share=82.0%, ys flops=12, initial antenna violation count=0, Tool Warnings=26, Slew Limit Fails=0, ANT nets after route=0, CORE AREA=4820 um2, placed cell area=697 um2, Setup Buffers After CTS=0, clock buffer count from CTS=3, leakage=0.239 nW, drt wl/cell=9.60 um, max-cap viol count=0, height of the die=91 um, IO Port Bufs=11, Hold Path Class=reg -> reg, vias post-DR=315, power density over cell area=530 nW/um2, RR Endpoint=data[1], CTS Hold Buffers Added=0, net switching power=0.0710 mW, max_slew headroom=69.9%, Fill cells=547, n_diodes=0, post-synth area from yosys stat=514 um2, CTS H-tree lvls=1, Initial DRC Count=39, Worst Hold End=o_ready, CP startpoint kind=register, endpoints failing setup=0, largest net degree at the start of global routing=12, WP data required=2160 ps, worst r2r path cells=2, DP Wirelength=837 um, drt drc=0, Placer Congestion=0.775, Cell Type Count=14, Mapped Area=514 um2, Max Fclk=0.452 GHz, FP Core Util=10.7%, clock latency (worst-skew pair)=240 ps, Sw Share=18.1%, CTS tree=yes, Reg2Reg Launch Point=cnt, Mean Syn Cell Area=15.1 um2, Routed WL=1.10 mm, cell-internal power=0.322 mW, hold depth=2, GRT Overall Usage=2.56%, Die X=91 um, fin area=742 um2, Logic pwr share=5.4%, Hold Violations, Final=0, CP arrival=1670 ps, share of cells above drive strength 1=16.7%, r2r setup slk=1300 ps, Mapped Cells=34, Critical Path Sink Type=output pin, root buffer cell=clkbuf_8, total negative slack=0 ps, gr ovfl total=0, Area Growth Syn to Fin=44.3%, Worst-path clk slew=50 ps, Max Buffers Root-to-Sink=2, Seq share, synth=64.2%, crit path time final=2210 ps, vias in the first global route=337, Die Size=8280 um2, worst-path fanout max=2, hold_sp=o_ready, Syn. warnings=1, # Cells Yosys=34
==> power groups by stage <==
stage,registers [mW],logic (mW),clock network (mW)
6_report,0.211,0.0210,0.160
5_1_grt,0.213,0.0228,0.176
4_1_cts,0.212,0.0214,0.165
==> registers in the layout, indices dropped and copies added, names as in the netlist <==
name,cells
cnt,1
data,10
o_ready,1
==> how the worst max path moves through the flow <==
| stage | to | slack, ps | start | cells after the start |
|---|---|---|---|---|
| after CTS | o_uart_tx | 460 | data[5] | 4 |
| after global routing | o_uart_tx | 390 | data[5] | 4 |
| final | o_uart_tx | 490 | data[5] | 4 |
==> critical path, cell delays in order (launching register included) <==
cell,delay (ps)
edfxtp_1,400
nor4_2,270
nand3_1,180
nand2b_1,120
clkdlybuf4s50_1,470
==> metrics by stage <==
stage	worst slack [ps]	hold slack (ps)	cells	power, mW	util [%]
global placement	734	503	111	0.236	14.5
finish	486	545	115	0.393	15.4
CTS	457	546	115	0.398	15.4
global route	389	572	115	0.411	15.4
floorplan	1340	473	34	0.220	-
detailed placement	734	527	111	0.236	14.5
==> final cells by class <==
type                    count  area (um2)  area share (%)
clock buffers               3        41.3            5.56
clock inverters             1        3.75           0.506
inverters                   2        7.51            1.01
multi-input cells          19         165            22.3
flip-flops and latches     12         330            44.5
well taps                  67        83.8            11.3
repair buffers             11         110            14.8
==> cell usage in the layout, fill, tap and decap left out <==
| cell | instances |
|---|---|
| clkbuf_8 | 3 |
| and2_1 | 1 |
| clkdlybuf4s50_1 | 11 |
| a21oi_1 | 1 |
| nor2_1 | 2 |
| edfxtp_1 | 9 |
| nand2_1 | 2 |
| mux2_2 | 2 |
| mux2_1 | 6 |
| o22ai_2 | 1 |
| nand2b_1 | 1 |
| nor4_2 | 2 |
| clkinv_1 | 1 |
| nand3_1 | 1 |
| inv_1 | 2 |
| dfxtp_1 | 3 |
==> kinds of logic after synthesis <==
kind of cell	count (synthesis)	synth area share, %
AND/OR/NAND/NOR	9	11.2
buffers and inverters	3	3.65
multiplexers	8	17.5
AND-OR/OR-AND	2	3.41
flip-flops	12	64.2
==> synth_stat cells, drive strengths merged <==
library cell / n / area share (%)
dfxtp: 3 / 12
and2: 1 / 1.2
nand3: 1 / 0.97
edfxtp: 9 / 53
nor4: 2 / 4.9
o22ai: 1 / 2.4
a21oi: 1 / 0.97
nand2b: 1 / 1.2
buf: 1 / 2.2
nor2: 2 / 1.5
inv: 2 / 1.5
mux2: 8 / 18
nand2: 2 / 1.5
==> metal layers <==
metal  wire (um)  share of wire (%)  up-vias  global-route usage (%)
met5           0                  0        -                       0
met4           5               0.45        0                   0.131
met3         103                9.3        2                    1.99
met2         475                 43        9                    3.58
met1         520                 47      151                    3.21
li1            -                  -      153                       -
No activity file was given, so power comes from the tool's default toggle rates.
