File: constraint.sdc
current_design fetch_stage

set clk_period 5.4
set clk_io_pct 0.2

create_clock -name clk0 -period $clk_period [get_ports {clk}]

set non_clock_inputs [all_inputs -no_clocks]
set_input_delay [expr $clk_period * $clk_io_pct] -clock clk0 $non_clock_inputs
set_output_delay [expr $clk_period * $clk_io_pct] -clock clk0 [all_outputs]
File: run.sh
#!/bin/bash
# OpenROAD 26Q1-2900-gdf79404cd8, Yosys 0.63+post, stock flow scripts
make -C /OpenROAD-flow-scripts/flow DESIGN_CONFIG=/design/flow/config.mk WORK_HOME=/design/flow/orfs finish
File: config.mk
export PLATFORM = sky130hd
export DESIGN_NAME = fetch_stage
export DESIGN_NICKNAME = fetch_stage
export VERILOG_FILES = /design/flow/design.v
export SDC_FILE = /design/flow/constraint.sdc
export NUM_CORES = 4
export LEC_CHECK = 1
export CORE_UTILIZATION = 50
File: design.v
module fetch_stage #(
    parameter RESET_ADDR      = 32'h00000000,
    parameter ENABLE_PREFETCH = 1
) (
    input logic clk,    
    input logic rst_n,  
    input logic        pipeline_stall,   
    input logic        pipeline_flush,   
    input logic        branch_taken,     
    input logic [31:0] branch_target,    
    output logic [31:0] imem_addr,    
    input  logic [31:0] imem_data,    
    output logic        imem_read,    
    input  logic        imem_valid,   
    input  logic        imem_error,   
    output logic [31:0] if_pc,      
    output logic [31:0] if_instr,   
    output logic        if_valid,   
    output logic        if_error    
);
    logic [31:0] next_pc;   
    logic [31:0] pc_reg;   
    logic        fetch_ready;   
    logic        misaligned_pc;   
    generate
        if (ENABLE_PREFETCH) begin : prefetch_buffer
            logic [31:0] prefetch_instr;
            logic        prefetch_valid;
            logic [31:0] prefetch_pc;
        end
    endgenerate
    assign misaligned_pc = |pc_reg[1:0];   
    always_comb begin
        if (branch_taken) begin
            next_pc = branch_target;
        end else if (!pipeline_stall && !misaligned_pc) begin
            next_pc = pc_reg + 32'h4;
        end else begin
            next_pc = pc_reg;
        end
    end
    always_ff @(posedge clk or negedge rst_n) begin
        if (!rst_n) begin
            pc_reg <= RESET_ADDR;
        end else if (!pipeline_stall) begin
            pc_reg <= next_pc;
        end
    end
    always_comb begin
        imem_addr   = pc_reg;
        imem_read   = !pipeline_stall && !misaligned_pc;
        fetch_ready = imem_valid && !pipeline_stall;
    end
    always_ff @(posedge clk or negedge rst_n) begin
        if (!rst_n) begin
            if_pc    <= RESET_ADDR;
            if_instr <= 32'h00000013;   
            if_valid <= 1'b0;
            if_error <= 1'b0;
        end else if (pipeline_flush) begin
            if_pc    <= next_pc;
            if_instr <= 32'h00000013;   
            if_valid <= 1'b0;
            if_error <= 1'b0;
        end else if (!pipeline_stall && fetch_ready) begin
            if_pc    <= pc_reg;
            if_instr <= imem_data;
            if_valid <= 1'b1;
            if_error <= imem_error || misaligned_pc;
        end
    end
    generate
        if (ENABLE_PREFETCH) begin : prefetch_logic
            always_ff @(posedge clk or negedge rst_n) begin
                if (!rst_n) begin
                    prefetch_buffer.prefetch_valid <= 1'b0;
                    prefetch_buffer.prefetch_instr <= 32'h0;
                    prefetch_buffer.prefetch_pc    <= RESET_ADDR;
                end else if (pipeline_flush) begin
                    prefetch_buffer.prefetch_valid <= 1'b0;
                end else if (!pipeline_stall && imem_valid) begin
                    prefetch_buffer.prefetch_valid <= 1'b1;
                    prefetch_buffer.prefetch_instr <= imem_data;
                    prefetch_buffer.prefetch_pc    <= pc_reg;
                end
            end
        end
    endgenerate
    // synthesis translate_off
    always_ff @(posedge clk) begin
        if (rst_n) begin
            assert (!misaligned_pc)
            else $error("Misaligned PC detected: %h", pc_reg);
            assert (!(imem_valid && imem_error))
            else $error("Invalid imem interface state: valid and error both active");
            assert (!(branch_taken && |branch_target[1:0]))
            else $error("Misaligned branch target: %h", branch_target);
        end
    end
    // synthesis translate_on
endmodule
interface fetch_stage_if;
    logic        clk;
    logic        rst_n;
    logic        pipeline_stall;
    logic        pipeline_flush;
    logic        branch_taken;
    logic [31:0] branch_target;
    logic [31:0] imem_addr;
    logic [31:0] imem_data;
    logic        imem_read;
    logic        imem_valid;
    logic        imem_error;
    logic [31:0] if_pc;
    logic [31:0] if_instr;
    logic        if_valid;
    logic        if_error;
    modport fetch(
        input  clk, rst_n, pipeline_stall, pipeline_flush,
               branch_taken, branch_target, imem_data, imem_valid, imem_error,
        output imem_addr, imem_read, if_pc, if_instr, if_valid, if_error
    );
    modport test(
        output clk, rst_n, pipeline_stall, pipeline_flush,
               branch_taken, branch_target, imem_data, imem_valid, imem_error,
        input imem_addr, imem_read, if_pc, if_instr, if_valid, if_error
    );
endinterface
==> Changelog: implementation <==
## Flow update

* Total negative setup slack at 0 ns
* Hold bufs inserted after CTS at 0
* Max_slew headroom at 0.481
* Met1 demand-to-capacity share in global routing at 0.450
* Clock tree from TritonCTS: yes
* Tally of OpenROAD warnings at 26
* Worst-skew pair later-pin latency at between 0.3 and 0.4 ns
* # Post-CTS Setup Buffers at 0
* Leakage power total at a little over 3 nW
* Adder-cell share of the synthesized area at 0.00224
* RSZ-0062 raised after global routing: no
* Sequential share of the synthesized area at 0.440
* Largest net degree at the start of global routing at about 61
* Library cell appearing most often on the critical path: sky130_fd_sc_hd__clkdlybuf4s50_1
* Outcome: finished, final reports clean
* Pwr dens at between 200 and 250 mW/mm²
* Worst hold-check slack at 0.500 ns
* Critical-path cell list: clkdlybuf4s50_1, or3_1, inv_1, clkdlybuf4s50_1
* Routed wire length at 15400 µm
* Die Span X at between 100 and 150 µm
* Most used flip-flop cell: sky130_fd_sc_hd__dfrtp_1
* Share of cell area taken by muxes after synthesis at 0.0238
* DRT Pass-1 Iters at 5
* Crit path buffers/inverters at 3
* Global-route total usage across every layer at 0.282
* I/O pin count at 170
* GR Util met2 at 0.428
* Core region area at about 0.011 mm²
* Remaining Overflow, GRT at 0
* Worst min path class: reg2reg
* Port-buffer cells at about 170
* Antenna Cells at 0
* Root buf cell: sky130_fd_sc_hd__clkbuf_8
* Summed instance area of the synthesized netlist at approximately 0.0056 mm²
* Yosys stat area at between 0.005 and 0.006 mm²
* Global placement routability congestion at a little over 0.8
* Required time of the worst setup path at 4.32 ns
* Number of distinct standard cells referenced by the synthesized netlist at 64
* Vias in the first global route at 4884
* Beginning of the critical path: pipeline_stall
* Final Hold Violation Tally at 0
* Cells after synthesis at approximately 660
* Actual transition at the worst max-transition pin at ~0.78 ns
* Maximum count of clock buffers along a single path at 2
* Antenna Nets Post-Route at 0
* Crit path max fanout at 10
* Worst Clk Skew at around 0.011 ns
* Synth top area share at 0.426
* Total DRC errors in the routed layout at 0
* Level count of the clock H-tree at 3
* Kind of start point of the critical path: primary input
* Reg-to-reg critical path startpoint: pc_reg[1]
* Cycle use final at 0.704
* Height of the chip at around 110 µm
* Type of element capturing the critical path: output port
* Post-synthesis to final-layout area growth at 33.9%
* Layout filler cell count at 860
* Sink Count at between 90 and 100
* Fraction of layout cells with a size suffix above 1 at 0.0605
* Most area-hungry cell type in the Yosys netlist: sky130_fd_sc_hd__dfrtp_1
* Mean instance size in the synthesized netlist at ~8.5 µm²
* Worst path setup slack after routing at 1.60 ns
* Yosys warns at 2
* CP peak stage delay at 0.56 ns
* Via count at about 5300
* Count of flip-flops with a built-in enable after synthesis at 0
* Compound-gate portion of the synthesized area at 0.200
* Synth async-reset ratio at 1.00
* Number of vias per cell at around 5.7
* Max_cap viols at 0
* Clock buffers created by TritonCTS at 9
* Row count at 38
* Pre-CTS worst setup slack at 1.61 ns
* Initial standard-cell utilization of the core at 0.514
* Top cells by area, synth: sky130_fd_sc_hd__dfrtp_1 (43%), sky130_fd_sc_hd__nand2_1 (7.9%), sky130_fd_sc_hd__a21oi_1 (7.4%)
* Critical-path cell with the highest stage delay: sky130_fd_sc_hd__or3_1
* Top non-seq family: simple AND/OR/NAND/NOR gates
* Count of instantiated cells in the yosys netlist at 656
* Number of antenna violations at the first check in global routing at 0
* Total of flip-flops plus latches after synthesis at ~98
* Final critical-path required period at 3.80 ns
* Number of slew-limit violations in the final report at 0
* Post-CTS sizing at 0
* Final setup violation count at 0
* Register clock-pin slew on the reported worst setup and hold paths at 0.08 ns
* Met3 usage at 0.0506
* Total half-perimeter wirelength after legalization and detailed placement at around 10000 µm
* Simple share at 0.240
* Post-layout total power at between 1.5 and 2 mW
* Most Crowded Layer GR: met1
* Worst ir drop on vdd at 183 µV
* Crit Path Class: in2out
* Origin of the worst min-delay path: if_instr[4]
* DIE AREA at about 0.012 mm²
* Fmax at roughly 0.26 GHz
* Arrival time of the worst setup path at ~2.7 ns
* Violation tally from detailed-route iteration zero at 392
* Worst path top cell family by delay: buffers and inverters
* Global-route wire length before repair at between 20000 and 25000 µm
* Mean routed wirelength per cell at ~16 µm
* Xor-xnor portion of the synthesized cell area at 0.0377
cell usage in the layout, fill, tap and decap left out, types with 14 or more instances in the layout:
cell type / synthesis / layout
sky130_fd_sc_hd__clkdlybuf4s50_1: 0 / 166
sky130_fd_sc_hd__nand2_1: 118 / 118
sky130_fd_sc_hd__dfrtp_1: 95 / 95
sky130_fd_sc_hd__a21oi_1: 83 / 83
sky130_fd_sc_hd__nor2_1: 45 / 45
sky130_fd_sc_hd__o21ai_0: 21 / 21
sky130_fd_sc_hd__xnor2_1: 19 / 19
sky130_fd_sc_hd__inv_1: 17 / 17
sky130_fd_sc_hd__and3_1: 17 / 17
sky130_fd_sc_hd__nand2b_1: 15 / 14
sky130_fd_sc_hd__a211oi_1: 14 / 14
stage by stage:
stage / cell area, µm² / util / std cells
after floorplan: 5580 / - / 656
after global placement: 7270 / 0.671 / 917
after detailed placement: 7270 / 0.671 / 917
after CTS: 7470 / 0.689 / 933
after global routing: 7470 / 0.689 / 933
final: 7470 / 0.689 / 933
power breakdown:
part,switching [mW],internal [mW]
Sequential,0.102,0.811
Clock,0.253,0.226
Combinational,0.181,0.279
Total,0.535,1.32
cell usage after synthesis (3+ instances only):
library cell	count
sky130_fd_sc_hd__a211oi_1	14
sky130_fd_sc_hd__nor4_1	4
sky130_fd_sc_hd__xor2_1	5
sky130_fd_sc_hd__buf_1	10
sky130_fd_sc_hd__clkbuf_1	41
sky130_fd_sc_hd__and4_1	3
sky130_fd_sc_hd__nand2b_1	15
sky130_fd_sc_hd__inv_1	17
sky130_fd_sc_hd__dfstp_2	3
sky130_fd_sc_hd__a22oi_1	4
sky130_fd_sc_hd__mux2i_1	11
sky130_fd_sc_hd__o21ai_0	21
sky130_fd_sc_hd__xnor2_1	19
sky130_fd_sc_hd__buf_2	3
sky130_fd_sc_hd__nand3b_1	6
sky130_fd_sc_hd__a21oi_1	83
sky130_fd_sc_hd__nand4_1	12
sky130_fd_sc_hd__o22ai_1	5
sky130_fd_sc_hd__nor2b_1	5
sky130_fd_sc_hd__dfrtp_1	95
sky130_fd_sc_hd__and2_1	10
sky130_fd_sc_hd__o22a_1	8
sky130_fd_sc_hd__o31a_1	5
sky130_fd_sc_hd__nand2_1	118
sky130_fd_sc_hd__nand3_1	6
sky130_fd_sc_hd__nor2_1	45
sky130_fd_sc_hd__nor3_1	12
sky130_fd_sc_hd__o211ai_1	3
sky130_fd_sc_hd__and3_1	17
sky130_fd_sc_hd__a31oi_1	7
sky130_fd_sc_hd__buf_6	3
sky130_fd_sc_hd__a221oi_1	3
worst paths after layout:
path                            slack [ns]      endpoint  depth (start not counted)
min in group asynchronous             0.76  if_instr[31]                          1
worst min register to register        0.50   if_instr[4]                          2
max in group asynchronous             3.54     if_pc[29]                          2
worst max register to register        2.91    pc_reg[29]                          5
worst min-delay path                  0.50   if_instr[4]                          2
worst max-delay path                  1.60     imem_read                          4
area by class of cell:
| type | instances | area [µm²] | share of cell area |
|---|---|---|---|
| sequential | 98 | 2460 | 0.329 |
| multi-input combinational | 483 | 2830 | 0.378 |
| clock buffer | 11 | 141 | 0.0189 |
| timing repair buffer | 178 | 1750 | 0.234 |
| clock inverter | 5 | 53.8 | 0.00720 |
| tap | 140 | 175 | 0.0235 |
| inverter | 18 | 67.6 | 0.00905 |
cells by family (layout without fill, tap and decap cells):
group,count (synthesis),after routing
adders and majority gates,1,1
AOI/OAI and AO/OA,178,178
buffers and inverters,75,212
muxes,13,13
DFF,98,98
and+or+nand+nor,267,267
xor gates and xnor gates,24,24
layer usage:
metal  vias up  share of wire  routed length, µm
met1      2538           0.45               6970
met2       208           0.46               7040
met5         -              0                  0
met4         0          0.015                236
li1       2557              -                  -
met3        18          0.073               1130
tightest hold or removal path, delay by kind of cell (launching register included):
kind / cells / cell delay (ns)
AND/OR/NAND/NOR: 2 / 0.13
flip-flops: 1 / 0.37
Power figures rest on the tool's default switching activity, not on a simulated workload.
